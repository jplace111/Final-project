==> flow/config.mk <==
export PLATFORM = sky130hd
export DESIGN_NAME = vertical_count
export DESIGN_NICKNAME = vertical_count
export VERILOG_FILES = /design/flow/design.v
export SDC_FILE = /design/flow/constraint.sdc
export NUM_CORES = 4
export LEC_CHECK = 1
export CORE_AREA = 10 10 81 81
export DIE_AREA = 0 0 91 91
==> flow/constraint.sdc <==
current_design vertical_count

set clk_period 2.6
set clk_io_pct 0.2

create_clock -name clk0 -period $clk_period [get_ports {clk_25Mhz}]

set non_clock_inputs [all_inputs -no_clocks]
set_input_delay [expr $clk_period * $clk_io_pct] -clock clk0 $non_clock_inputs
set_output_delay [expr $clk_period * $clk_io_pct] -clock clk0 [all_outputs]
==> flow/design.v <==
`timescale 1ns / 1ps
module vertical_count(
    input clk_25Mhz,
    input enable_V_Counter,
    output reg [15:0] V_Count_Value = 0
    );
    always@(posedge clk_25Mhz) begin
        if (enable_V_Counter == 1'b1) begin
            if (V_Count_Value < 525)  
                V_Count_Value <= V_Count_Value +1;
            else V_Count_Value <= 0;  
            end
            end
endmodule
==> flow/run.sh <==
#!/bin/bash
# OpenROAD 26Q1-2900-gdf79404cd8, Yosys 0.63+post, stock flow scripts
make -C /OpenROAD-flow-scripts/flow DESIGN_CONFIG=/design/flow/config.mk WORK_HOME=/design/flow/orfs finish
==> qor.txt <==
half-perimeter wire length after detailed placement: 1302 um
Worst Tran Pin Value: 696.6 ps
reported max-cap violation count: 0
area of the die: 8281 um2
drt drc: 0
detailed router's first-iteration violation count: 38
first-pass detailed-route iteration total: 4
leakage power summed over all cells: 0.3300 nW
clock slew seen by the registers of the worst setup and hold paths: 60 ps
Final Core Density: 0.2268
vias per cell: 3.725
unrepaired setup endpoints after global routing: false
Core ar.: 4817 um2
power per cell area: 490.3 nW/um2
cell count in the Yosys report: 60
row count: 25
hold path start: V_Count_Value[0]
crit path launch: V_Count_Value[0]
Max Freq: 551.5 MHz
Worst VDD drop: 0.0001890 V
antenna violations before repair: 0
first-pass GRT wire length: 2808 um
Place WS: 769.3 ps
instance tally after logic synthesis: 60
Worst Clk Skew: 5.162 ps
via count of the first global-routing pass: 576
post-cts gate resize count: 0
proportion of netlist area held by the largest area contributor: 0.6204
crit path kind: reg2reg
buffer type at the clock tree root: clkbuf_8
cell family contributing the most delay on the critical path: AND-OR/OR-AND gates
registers with the most flip-flops: V_Count_Value: 16 flops
GRT Util Overall: 0.04017
fraction of layout cells with a size suffix above 1: 0.08140
total detailed-routing wirelength: 1723 um
clock tree from TritonCTS: yes
post-layout instance area: 1092 um2
largest reg by FF count: V_Count_Value
post-synthesis sequential area ratio: 0.6204
category of the worst setup path capture point: flop
worst-path maximum fanout: 10
count of vias placed by the detailed router: 570
Tightest Hold Check Type: reg2reg
flip-flop count of the largest register after layout: 16
overflow left after global routing: 0
routed length per placed instance: 11.26 um
distinct lib cells: 22
number of buffers between clock root and the deepest sink: 2
Worst-Skew Late Latency: 240 ps
clock sink count: 16
Top cells by area: edfxtp_1 62%, a211oi_2 3.2%, ha_1 3.2%
placed cell area: 1047 um2
worst path arrival time: 1790 ps
number of buffer and inverter instances along the worst setup path: 1
Synth async-reset ratio: 0
number of input and output port buffers inserted: 17
stage-log warning count: 26
DRT antenna net count: 0
maximum number of pins on one net before global-route repair: 17
most instantiated cells after synthesis: 16 x edfxtp_1, 4 x inv_1, 4 x nor3_1
area figure in the yosys stat output: 774.5 um2
initial core utilization: 0.1608
required time of the critical path: 2570 ps
quantity of hold-fixing buffers added after cts: 0
count of endpoints failing setup in the final report: 0
top flip-flop cell by instance count after synthesis: edfxtp_1
area of the mapped netlist: 774.5 um2
final setup slack of the worst path: 786.8 ps
die span in y: 91 um
status: complete, no violations
Crit-path slowest cell: a31oi_2
ys flops: 16
area added between synthesis and finish: 41.03%
number of inserted diodes: 0
mean post-synth cell area: 12.91 um2
number of synthesized flops with an enable pin: 16
kind of launch point of the worst setup path: flop
number of buffers inserted during clock tree synthesis: 3
worst slew margin relative to its limit: 0.5341
post-synthesis cell type with the largest instance count: edfxtp_1
width of the die: 91 um
Worst R2R Start: V_Count_Value[0]
cells traversed along the worst timing path: inv_1, ha_1, nand3b_1, a31oi_2, nor3b_1
final worst path period need: 1813 ps
total power consumption of the routed design: 0.5356 mW
post-CTS repair timing setup buffer count: 0
gpl congestion: 0.7489
H-tree depth: 1
max-slew violation total from the final report: 0
final total negative setup slack: 0 ps
num ports: 18
Crit path largest cell delay: 550 ps
share of the clock period used by the worst path after layout: 0.6974
biggest area consumer among synthesized cells: edfxtp_1
count of endpoints failing hold in the final timing report: 0
synthesis warning total: 1
==> report_power, final <==
part           internal [mW]  switching, mW
clock network          0.104         0.0754
logic                 0.0273         0.0168
registers              0.299         0.0129
==> cells by family after synthesis <==
family                     synth area share
adders and majority gates           0.03231
other                              0.004842
buffers and inverters               0.01938
AOI/OAI and AO/OA                    0.1163
DFF                                  0.6204
xor gates and xnor gates            0.03393
and+or+nand+nor                      0.1728
==> path summary, 6_finish.rpt <==
check                           to  slack [ps]  cells past startpoint
setup / recovery  V_Count_Value[1]         790                      5
hold / removal    V_Count_Value[0]         710                      1
setup reg to reg  V_Count_Value[1]         790                      5
hold reg to reg   V_Count_Value[0]         710                      1
==> cells in the final DEF, fill, tap and decap left out, drive strengths merged, types with 3 or more instances in the layout <==
cell type,instances
nor3,4
o21ai,3
clkbuf,3
nand2,3
clkdlybuf4s50,17
conb,6
edfxtp,16
nand3,4
or3,3
inv,4
a211oi,5
==> cell type report <==
type | count | area (um2)
timing repair buffer | 17 | 170.2
clock buffer | 3 | 41.29
multi-input combinational | 45 | 297.8
clock inverter | 1 | 3.754
inverter | 4 | 15.01
sequential | 16 | 480.5
fill | 524 | 3725
tap | 67 | 83.83
==> worst reg2reg max path: cells and delay by family (launching register included) <==
family,cells,cell delay [ps]
flip-flops,1,450
AND-OR/OR-AND,1,550
adder cells (fa/ha/maj),1,190
AND/OR/NAND/NOR,2,290
buffers and inverters,1,70
==> metrics by stage <==
step                      instances  hold slack, ps
after floorplan                  65           619.0
after global placement          149           699.7
after detailed placement        149           702.8
after CTS                       153           709.7
after global routing            153           757.2
final                           153           707.8
==> layer usage <==
metal  up-vias  part of all wire  GRT usage
met1       274              0.52    0.05756
met3         0             0.038    0.01079
li1        283                 -          -
met4         0                 0   0.003916
met5         -                 0          0
met2        13              0.44    0.06205
Power is estimated from default activity; no workload was simulated.
