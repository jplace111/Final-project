<file path="./run.sh">
#!/bin/bash
# OpenROAD 26Q1-2900-gdf79404cd8, Yosys 0.63+post, stock flow scripts
make -C /OpenROAD-flow-scripts/flow DESIGN_CONFIG=/design/flow/config.mk WORK_HOME=/design/flow/orfs finish
</file>
<file path="./design.v">
`timescale 1ns / 1ps
module clock#(parameter div_value = 1)(
input wire clk,  
output reg divided_clk = 0  
);
integer counter_value = 0;
always@ (posedge clk)
begin
    if (counter_value == div_value)
        counter_value <= 0;
    else 
        counter_value <= counter_value+1;
    end
always@ (posedge clk)
begin
    if(counter_value == div_value)
        divided_clk <= ~divided_clk;
end
endmodule
</file>
<file path="./constraint.sdc">
current_design clock

set clk_period 4.4
set clk_io_pct 0.2

create_clock -name clk0 -period $clk_period [get_ports {clk}]

set non_clock_inputs [all_inputs -no_clocks]
set_input_delay [expr $clk_period * $clk_io_pct] -clock clk0 $non_clock_inputs
set_output_delay [expr $clk_period * $clk_io_pct] -clock clk0 [all_outputs]
</file>
<file path="./config.mk">
export PLATFORM = sky130hd
export DESIGN_NAME = clock
export DESIGN_NICKNAME = clock
export VERILOG_FILES = /design/flow/design.v
export SDC_FILE = /design/flow/constraint.sdc
export NUM_CORES = 4
export LEC_CHECK = 1
export CORE_AREA = 10 10 95 95
export DIE_AREA = 0 0 105 105
</file>
==> changes_impl.md <==
### Metrics

- Outcome: complete, no violations
- IR drop worst, VDD: 199 uV
- Chip area: 11,000 um2
- Num CTS Buffers: 5
- Worst-path cell with the longest stage delay: clkdlybuf4s50_1
- Max-cap check violation count: 0
- Depth of the most critical reg-to-reg path: 4
- Launch point of the worst hold path: counter_value[31]$_SDFF_PN0_
- Overall die height: 105 um
- Final setup skew: 0.00334 ns
- Number of cell rows: 30
- Initial drt markers: 42
- Type of the most critical hold path: reg2reg
- Count of instantiated cells in the yosys netlist: 134
- Worst-case headroom to the max-slew limit: 0.599
- Global placer's final weighted congestion: 0.792
- Overflow after GRT: 0
- Worst slack on hold paths: 0.464 ns
- Total of cells resized after clock tree synthesis: 0
- Number of warnings the tools reported: 26
- Number of top-level pins: 2
- Max incr delay on CP: 0.48 ns
- Final hold violation count: 0
- Data required time of the critical path: 3.52 ns
- Endpoint type of the worst setup path: output port
- Sink count of the clock tree: 33
- Yosys warning total: 1
- Via-per-instance ratio: 3.85
- Count of H-tree levels built during CTS: 2
- Top cell excl fill/tap: dfxtp_1
- Count of TritonRoute iterations in the first routing pass: 3
- Maximum clock frequency: 503 MHz
- Largest buffer count on any clock path: 2
- Detail Route Antenna Nets: 0
- Largest fanout on the critical path: 2
- Yosys Chip Area: 1380 um2
- CP Class: reg2out
- IO Port Bufs: 1
- Init Core Util: 0.199
- Number of antenna violations at the first check in global routing: 0
- Slew of the pin with the lowest slew margin: 0.598 ns
- Wire length of the first global-routing pass: 3900 um
- Clock transition at the registers of the reported paths: 0.06 ns
- Power per Cell Area: 333 nW/um2
- Post-CTS setup-driven buffer insertion count: 0
- CP Cell Sequence: clkdlybuf4s50_1
- CTS tree: done
- Tmin final: 1.99 ns
- Final tally of max-slew violations: 0
- Combinational gate area: 689 um2
- Number of endpoints failing setup at the final stage: 0
- Total buffers and inverters traversed by the critical path: 1
- DRC: 0
- Post-Synthesis Cells: 134
- Commonest cells after routing, fill and taps aside: dfxtp_1 (32), xnor2_1 (26), nand3_1 (15), nand2_1 (8), nand4_1 (8)
- Die width: 105 um
- Layout cells sized above 1: 0.0780
- Drt wl/cell: 9.00 um
- Sum of routed wire length over all layers: 2130 um
- Count of filler cells inserted in the layout: 759
- Hold-fix buffers at CTS: 0
- Family with the most delay on the worst path: buffers and inverters
- Worst path depth: 1
- Post-Route Setup TNS: 0 ns
- #FFs+latches synth: 33
- Count of vias placed by the detailed router: 913
- Distinct cell type count of the synthesized netlist: 22
- Maximum number of pins on one net before global-route repair: 11
- Clock Root Buffer: clkbuf_8
- Reg-to-reg critical path startpoint: counter_value[6]$_SDFF_PN0_
- Per-instance average area after synthesis: 10.3 um2
- Unrepaired setup endpoints after global routing: false
- Total inserted antenna cells: 0
- Startpoint types: flop
- Total global-route track usage: 0.0408
- Post-Synthesis Cell Area: 1380 um2
- Placed cells: 229
- Sequential cell area: 671 um2
- Worst hold path stage count: 1
- Timing startpoint of the critical path: divided_clk$_DFFE_PN_
- Final instance count without filler cells: 237
- Standard cell core area: 6910 um2
- Leakage Power: 0.501 nW
- Clk ins delay skew pair: 0.28 ns
- Final HPWL from detailed placement: 1490 um
- Final period utilization: 0.452
- WP data arrival: 1.11 ns
- Post-synthesis sequential area ratio: 0.487
- Via count of the first global-routing pass: 898
- Synth-to-layout area growth: 15.4%
[stage by stage]
step | setup WS, ns | power (mW) | util | cell area, um2
floorplan | 2.89 | 0.307 | - | 1380
global placement | 2.67 | 0.307 | 0.217 | 1500
detailed placement | 2.67 | 0.307 | 0.217 | 1500
CTS | 2.38 | 0.537 | 0.230 | 1590
global route | 2.33 | 0.552 | 0.230 | 1590
finish | 2.41 | 0.528 | 0.230 | 1590
[worst paths after layout]
path | end | slack [ns]
worst max-delay path | divided_clk | 2.41
worst min-delay path | counter_value[31]$_SDFF_PN0_ | 0.46
worst max register to register | counter_value[28]$_SDFF_PN0_ | 2.65
worst min register to register | counter_value[31]$_SDFF_PN0_ | 0.46
[per-layer routing]
layer,routed length [um],track usage,share of wire
met2,894,0.0601,0.42
met1,1120,0.0550,0.52
met5,0,0,0
met4,21,0.00588,0.0098
met3,97,0.0186,0.045
[cell usage after synthesis, drive strengths merged]
| library cell | count | area (um2) |
|---|---|---|
| dfxtp | 32 | 641 |
| xnor2 | 26 | 228 |
| nand3 | 16 | 85.1 |
| nand4 | 9 | 62.6 |
| nand2 | 8 | 30.0 |
| nor4 | 8 | 80.1 |
| and3 | 7 | 43.8 |
| nor2 | 7 | 26.3 |
| and4 | 4 | 36.3 |
| xor2 | 4 | 35.0 |
| and2 | 3 | 18.8 |
| ha | 2 | 25.0 |
| inv | 2 | 7.51 |
| nor3 | 2 | 10.0 |
| buf | 1 | 5.00 |
| clkbuf | 1 | 3.75 |
| edfxtp | 1 | 30.0 |
| nor4b | 1 | 8.76 |
[cells by family after synthesis]
group,synth area share
adder cells (fa/ha/maj),0.0182
flip-flops,0.487
XOR/XNOR,0.191
AND/OR/NAND/NOR,0.292
buffers and inverters,0.0118
[final cells by class]
type | count | area share
multi-input combinational | 97 | 0.434
tap | 96 | 0.0757
inverter | 2 | 0.00473
clock buffer | 8 | 0.0567
timing repair buffer | 1 | 0.00630
sequential | 33 | 0.422
[flip-flops by register name, summed over array words and instances (netlist names)]
signal         flops
counter_value     32
divided_clk        1
[where the power goes]
group | switching [mW] | total (mW) | internal [mW]
registers | 0 | 0.300 | 0.300
logic | 0 | 0.000000187 | 0
clock network | 0.101 | 0.228 | 0.127
Power and IR drop assume default switching activity.
