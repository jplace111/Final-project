===== flow/run.sh =====
#!/bin/bash
# OpenROAD 26Q1-2900-gdf79404cd8, Yosys 0.63+post, stock flow scripts
make -C /OpenROAD-flow-scripts/flow DESIGN_CONFIG=/design/flow/config.mk WORK_HOME=/design/flow/orfs finish

===== flow/config.mk =====
export PLATFORM = sky130hd
export DESIGN_NAME = horizontal_count
export DESIGN_NICKNAME = horizontal_count
export VERILOG_FILES = /design/flow/design.v
export SDC_FILE = /design/flow/constraint.sdc
export NUM_CORES = 4
export LEC_CHECK = 1
export CORE_AREA = 10 10 70 70
export DIE_AREA = 0 0 80 80

===== flow/constraint.sdc =====
current_design horizontal_count

set clk_period 2.7
set clk_io_pct 0.2

create_clock -name clk0 -period $clk_period [get_ports {clk_25Mhz}]

set non_clock_inputs [all_inputs -no_clocks]
set_input_delay [expr $clk_period * $clk_io_pct] -clock clk0 $non_clock_inputs
set_output_delay [expr $clk_period * $clk_io_pct] -clock clk0 [all_outputs]

===== flow/design.v =====
`timescale 1ns / 1ps
module horizontal_count(
 input clk_25Mhz,
    output reg enable_V_Counter = 0,
    output reg [15:0] H_Count_Value = 0
    );
    always@(posedge clk_25Mhz) begin
        if (H_Count_Value < 800) begin
            H_Count_Value <= H_Count_Value +1;
            enable_V_Counter <=0;  
        end
        else begin
            H_Count_Value <= 0;  
            enable_V_Counter <= 1;     
        end
    end
endmodule

==> metrics.csv <==
stage,metric,value,unit
status,run status,finished clean,
timing,hold slack,498.7,ps
routing,met2 wire len,562,um
routing,diode count,0,
layout,most common logic cells in the final layout,"17 x dfxtp_1, 17 x clkdlybuf4s50_1, 6 x conb_1, 6 x nor2_1",
die,chip width,80,um
worst_setup_path,Buf/Inv on CP,1,
min_path,Hold Path Class,reg2reg,
die,Pre-Place Util,0.1619,
power,Clk pwr share,0.324,
worst_setup_path,CP startpoint kind,flip-flop,
timing,Tmin final,1756,ps
routing,routed vias,454,
yosys,flops out of synthesis,17,
power,combinational share of power,0.027,
worst_setup_path,CP cell instances,clkdlybuf4s50_1,
yosys,Synth area leader,dfxtp_1,
routing,Post-route DRC,0,
run,max-cap viol count,0,
yosys,Synth cell types,18,
routing,First-pass DRT Iterations,4,
power,net switching power,78.90,uW
timing,crit share post-route,0.6505,
layout,Filler cells,379,
power,sequential fraction of design power,0.649,
worst_setup_path,"Arr. time, crit path",1220,ps
power,Peak VDD IR,0.1326,mV
layout,area grow syn2layout,48.64,%
global_route,largest net degree at the start of global routing,12,
die,Die Ht,80,um
placed_design,Post-DP HPWL,950.2,um
worst_setup_path,reg-to-reg endpoint,H_Count_Value[9]$_SDFF_PP0_,
worst_setup_path,R2R Path Start,H_Count_Value[5]$_SDFF_PP0_,
yosys,Synth top area share,0.6154,
global_route,Global Route Usage Sum,0.03746,
yosys,Top cells by area,"dfxtp_1 62%, or3_1 4.5%, nor2_1 4.1%",
min_path,Worst Hold Depth,1,
clock_network,Longest Clk Path Bufs,2,
routing,total detailed-routing wirelength,1209,um
yosys,Syn Inst Count,55,
clock_network,CTS HTree Levels,1,
global_route,initial antenna violation count,0,
timing,Peak Freq,569.4,MHz
power,sw frac,0.1983,
timing,Worst Clk Skew,7.642,ps
clock_network,clk latency late pin,280,ps
clock_network,hold_buf cts,0,
layout,logic area,215.2,um^2
yosys,Ys Warns,1,
yosys,synthesized area per cell,10.06,um^2
worst_setup_path,Crit-path slowest cell,clkdlybuf4s50_1,
die,IO Pins,18,
clock_network,CTS Buf Count,3,
power,power density over the cells,484.0,nW/um^2
timing,Final Max Tran Viols,0,
layout,register area,340.3,um^2
timing,unrepaired setup endpoints after global routing,no,
worst_setup_path,reg2reg setup slack,1250,ps
clock_network,CTS Root Cell,clkbuf_4,
routing,max layer used,met4,
die,chip area,6400,um^2
clock_network,CTS tree,done,
power,leakage power,0.0002796,uW
worst_setup_path,WP data required,2160,ps
die,Core Area,3416,um^2
worst_setup_path,FF-to-FF path depth,3,
routing,routed vias/inst,3.603,
routing,Final ANT Viol Nets,0,
die,FP Rows,21,
worst_setup_path,Worst setup EP type,output pin,
timing,# setup viols final,0,
min_path,min-delay src,H_Count_Value[0]$_SDFF_PP0_,
routing,First DRT Iteration DRCs,12,
timing,"Hold Vio Cnt, Final",0,
worst_setup_path,critical-path maximum fanout,7,
worst_setup_path,Setup CP Type,reg2out,
min_path,Hold Crit Endpoint,H_Count_Value[0]$_SDFF_PP0_,
routing,M1 wire length,534,um
routing,Met3 Routed Length,80,um
placed_design,RD Place Congestion,0.6751,
yosys,yosys stat area,553.0,um^2
global_route,first-pass GRT wire length,2001,um
yosys,Mapped Area,553.0,um^2
yosys,"Seq/Total Area, Yosys",0.6154,
worst_setup_path,family with the most delay on the worst path,buffers and inverters,
clock_network,clock slew at reported path FFs,100,ps
clock_network,Sink Count,17,
clock_network,Post-CTS Resized,0,
timing,Post-Route Setup TNS,0,ps
power,P_int,319.0,uW
routing,per-cell routed wire length,9.595,um
global_route,vias in the first global route,416,
run,tool warning count,25,
placed_design,Buffers on Ports,17,
global_route,grt total ovfl,0,
worst_setup_path,CP peak stage delay,500,ps
yosys,ys cells,55,
layout,share of cells above drive strength 1,0.06250,
clock_network,postcts setup bufs,0,
-- layer usage --
metal | up-vias | global-route usage
met5 | - | 0
met4 | 0 | 0.01408
met3 | 2 | 0.01023
met2 | 9 | 0.05457
met1 | 207 | 0.05148
li1 | 236 | -
-- cells in the mapped netlist --
| master | number |
|---|---|
| buf_2 | 1 |
| conb_1 | 1 |
| or3_1 | 4 |
| nand2_1 | 1 |
| o21ai_0 | 4 |
| nor4_1 | 1 |
| nand3_1 | 4 |
| xor2_1 | 1 |
| inv_1 | 3 |
| ha_1 | 1 |
| o311ai_1 | 1 |
| nand4_1 | 2 |
| a21oi_1 | 4 |
| dfxtp_1 | 17 |
| o21ba_2 | 1 |
| nor2_1 | 6 |
| nor3_1 | 1 |
| xnor2_1 | 2 |
-- cell families after synthesis --
kind of cell / synth area share
XOR/XNOR: 0.04752
AND-OR/OR-AND: 0.1063
adder cells (fa/ha/maj): 0.02262
other: 0.006781
flip-flops: 0.6154
AND/OR/NAND/NOR: 0.1719
buffers and inverters: 0.02940
-- worst max-delay path by stage --
stage / endpoint / depth (start not counted) / start / slack (ps)
5_1_grt: H_Count_Value[5] / 1 / H_Count_Value[5]$_SDFF_PP0_ / 850
6_report: H_Count_Value[5] / 1 / H_Count_Value[5]$_SDFF_PP0_ / 940
4_1_cts: H_Count_Value[0] / 1 / H_Count_Value[0]$_SDFF_PP0_ / 920
-- power groups by stage --
stage,clock [uW],combinational [uW],sequential [uW]
4_1_cts,138,11.5,258
5_1_grt,152,12.3,259
6_report,129,10.9,258
-- state kept, by name, indices dropped and copies added (netlist names) --
| signal | flops |
|---|---|
| H_Count_Value | 16 |
| enable_V_Counter | 1 |
-- through the flow --
step	area, um^2	std cells	setup slack (ps)	total power [uW]	utilization
2_1_floorplan	571.8	60	1534	264.3	-
3_3_place_gp	794.5	122	1162	275.5	0.2326
3_5_place_dp	794.5	122	1219	275.5	0.2326
4_1_cts	822.0	126	917.1	407.6	0.2407
5_1_grt	822.0	126	846.7	423.8	0.2407
6_report	822.0	126	943.6	397.9	0.2407
-- final cells by class --
class | count | area share
repair buffers | 17 | 0.2070
clock inverters | 1 | 0.006088
inverters | 3 | 0.01370
clock buffers | 3 | 0.02740
flip-flops and latches | 17 | 0.4140
multi-input cells | 39 | 0.2618
well taps | 46 | 0.07002
Power is estimated from default activity; no workload was simulated.
